==> /design/flow/run.sh <==
#!/bin/bash
# OpenROAD 26Q1-2900-gdf79404cd8, Yosys 0.63+post, stock flow scripts
make -C /OpenROAD-flow-scripts/flow DESIGN_CONFIG=/design/flow/config.mk WORK_HOME=/design/flow/orfs finish
==> /design/flow/config.mk <==
export PLATFORM = sky130hd
export DESIGN_NAME = Timer
export DESIGN_NICKNAME = Timer
export VERILOG_FILES = /design/flow/design.v
export SDC_FILE = /design/flow/constraint.sdc
export NUM_CORES = 4
export LEC_CHECK = 1
export CORE_UTILIZATION = 30
==> /design/flow/constraint.sdc <==
current_design Timer

set clk_period 13.2
set clk_io_pct 0.2

create_clock -name clk0 -period $clk_period [get_ports {clk}]

set non_clock_inputs [all_inputs -no_clocks]
set_input_delay [expr $clk_period * $clk_io_pct] -clock clk0 $non_clock_inputs
set_output_delay [expr $clk_period * $clk_io_pct] -clock clk0 [all_outputs]
==> /design/flow/design.v <==
`timescale 1ns / 1ps
module Timer(t,clk,timer,present_state,en);
	input [18:0] t;
	input clk,en;
	input [3:0] present_state;
	output timer;
	reg [18:0] t1,taux;
	reg timer;
	initial begin
		taux = 0;
		t1 = 0;
	end
	always @(negedge clk) begin
		if(t !== taux) begin
			t1 = t;
			if(t1>0) begin
				timer = 0;
			end
			taux = t;
		end
		if(t1>0) begin
			timer = 0;
			t1 = t1-1;
		end
		else timer = 1;
	end
endmodule
==> out/results.ini <==
[clock_network]
postCtsResizedCells=0
hold_buffers=0
clk_path_buf_depth=2
clk_latency_ps=350
htree_levels=2
cts-root-buf=clkbuf_8
numClockSinks=39
cts_tree=done
postCtsSetupRepairBufs=0
clkTransAtPathRegs_ps=40
cts_buffers=5

[synthesis]
edf_count=19
synth.largest_area_cell=edfxtp_1
top_area_share_pct=26.4
synthArstFlopShare_pct=0
yosysSeqAreaShare_pct=44.9
ys_types=37
flop_cell=dfxtp_1
ys_cells=203
yosysChipArea_mm2=0.00216
synth_cells=203
postSynthAreaPerCell_um2=10.6
yosys_warnings=1
synth_area_mm2=0.00216
ys.flops=39
topCellsByArea=edfxtp_1 26%, dfxtp_1 19%, xor2_1 13%

[floorplan]
io_pins=26
fp_util_pct=31.5
die_x_um=86.9
chip_area_mm2=0.00755
row_count=30
die_h_um=86.9
core_area_mm2=0.00687

[layout]
area_growth_pct=31.9
fin_util_pct=41.5
fin_cells=383
drive_above_1_share_pct=11.8
lay_top_count=inv_1
lay_top_cells=41 x inv_1, 31 x xor2_1, 21 x buf_4

[outcome]
outcome=finished, final reports clean

[detailed_routing]
via_count=1756
routedWlPerCell_um=12.2
routed_wirelength_mm=4.68
antennaDiodeCount=0
drtIter0Drc=84
drc=0
firstDrtPassIters=4
drtAntennaViolNets=0
avgViaCountPerCell=4.58

[global_route]
antenna_found_initial=0
grt_pass1_wl_mm=7.80
grt_overflow=0
grt_max_degree=26
grt_pass1_vias=1799
grt_usage_pct=13.8

[sta]
tightest_slew_ps=916
relSlewSlack_pct=38.9
hold_violations=0
finalWorstSetupSlack_ps=531
rsz0062_at_grt=no
slew_viol_final=0
fin_skew_ps=11.9
setup_viol_count_final=0
setup_tns_ps=0

[power]
ir_worst_vdd_v=0.0000735
power.density_mw_per_mm2=102
leakage_nw=1.12

[run]
warnings=70
cap_violations=0

[worst_setup_path]
crit_fanout=6
path_class=in -> reg
critPathLaunchType=input port
cp.required_ps=6880
cp.arrival_ps=6340
crit_path_end_kind=register

[place]
portBuffers=20
post-dp-hpwl_mm=3.46
gp_congestion=0.840
place_ws_ps=171
placed_cells=337

[worst_hold_path]
worst_hold_path_type=reg -> reg

-- critical path, stage by stage --
cell and delay (ps):
clkdlybuf4s50_1 440, xor2_1 160, nor4_1 320, buf_4 180, nand4_1 150, nor4_4 280
mux2i_1 280, ha_1 220, or4b_1 460, or4_4 460, or2_4 280, mux2i_4 270
mux2i_1 210
-- where the power goes --
| group | switching [W] | internal [W] | total, W |
|---|---|---|---|
| Combinational | 0.0000151 | 0.0000175 | 0.0000325 |
| Sequential | 0.00000438 | 0.000135 | 0.000139 |
| Clock | 0.0000693 | 0.0000510 | 0.000120 |
| Total | 0.0000888 | 0.000203 | 0.000292 |
-- final timing paths --
kind / depth (start not counted) / from / slack, ps / endpoint
setup / recovery: 13 / t[13] / 530 / t1[1]
hold / removal: 2 / t1[7] / 570 / t1[7]
setup reg to reg: 12 / taux[14] / 9480 / t1[1]
hold reg to reg: 2 / t1[7] / 570 / t1[7]
-- synthesized netlist by cell type, types with 2 or more instances --
library cell  count
nor3b_1           2
dfxtp_1          20
buf_2             2
or4_4             2
or4_1             5
xor2_1           31
ha_1              2
nand3b_1          2
a21oi_1           3
mux2i_1          13
edfxtp_1         19
inv_1             2
a211oi_1          4
nand3_1           5
nor4_1           11
nand2b_1          2
nor2_1           15
or3_1             2
nand4_1           2
nor3_1           13
nor2b_1           4
xnor2_1          20
nand2_1           8
-- stage by stage --
stage               hold WS [ps]  total power (W)  area, µm²
floorplan                    526         0.000173       2160
global placement             548         0.000191       2630
detailed placement           560         0.000192       2630
CTS                          572         0.000301       2850
global route                 606         0.000320       2850
finish                       566         0.000292       2850
-- cell type report --
| cell class | instances | area [µm²] |
|---|---|---|
| Clock inverter | 42 | 160 |
| Sequential cell | 39 | 971 |
| Inverter | 1 | 3.75 |
| Clock buffer | 5 | 68.8 |
| Timing Repair Buffer | 41 | 358 |
| Tap cell | 96 | 120 |
| Fill cell | 684 | 4020 |
| Multi-Input combinational cell | 159 | 1170 |
-- cells by family (layout without fill, tap and decap cells) --
logic type	Yosys count	in the layout	share of synthesized area [%]
muxes	14	14	7.06
buffers and inverters	5	89	0.984
AOI/OAI and AO/OA	12	12	3.65
adders and majority gates	2	2	1.16
DFF	39	39	44.9
xor gates and xnor gates	51	51	20.7
and+or+nand+nor	80	80	21.5
-- flip-flops by register name (all words and copies together) (netlist names) --
register  count
t1           19
taux         19
timer         1
-- metal layers --
metal,vias to the layer above,part of all wire (%),track usage (%)
met3,9,5.8,5.58
met5,-,0,0
met1,800,51,19.5
li1,904,-,-
met4,0,1.1,4.55
met2,43,42,19.6
Power and IR drop assume default switching activity.

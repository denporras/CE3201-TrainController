`design/flow/config.mk`:
```
export PLATFORM = sky130hd
export DESIGN_NAME = TimeMeasurement
export DESIGN_NICKNAME = TimeMeasurement
export VERILOG_FILES = /design/flow/design.v
export SDC_FILE = /design/flow/constraint.sdc
export NUM_CORES = 4
export LEC_CHECK = 1
export CORE_AREA = 10 10 94 94
export DIE_AREA = 0 0 104 104
```
`design/flow/design.v`:
```
`timescale 1ns / 1ps
module TimeMeasurement(clk,en,res);
	input  clk, en;
	output [18:0] res;  
	reg [18:0] res, count;  
	initial begin
		res = 0;
		count = 0;
	end
	always @(posedge clk) begin
		if(en == 1) count = count+1;
	end
	always @(en) begin
		if(en == 0) res = count;
		else res = 0;
	end
endmodule
```
`design/flow/run.sh`:
```
#!/bin/bash
# OpenROAD 26Q1-2900-gdf79404cd8, Yosys 0.63+post, stock flow scripts
make -C /OpenROAD-flow-scripts/flow DESIGN_CONFIG=/design/flow/config.mk WORK_HOME=/design/flow/orfs finish
```
`design/flow/constraint.sdc`:
```
current_design TimeMeasurement

set clk_period 4.9
set clk_io_pct 0.2

create_clock -name clk0 -period $clk_period [get_ports {clk}]

set non_clock_inputs [all_inputs -no_clocks]
set_input_delay [expr $clk_period * $clk_io_pct] -clock clk0 $non_clock_inputs
set_output_delay [expr $clk_period * $clk_io_pct] -clock clk0 [all_outputs]
```
==> GITHUB_STEP_SUMMARY <==
### Flow metrics

| Metric | Value |
|---|---|
| Placed wire-length estimate | `1590 µm` |
| Fin. max-slew vios | `0` |
| CTS root buffer | `clkbuf_8` |
| Flop2flop setup slack | `3230 ps` |
| Dpl ws | `1540 ps` |
| Iteration tally of the first detailed-router pass | `3` |
| YS chip area | `1020 µm²` |
| Syn. warnings | `1` |
| Minimum clock period | `3330 ps` |
| Max Buffers Root-to-Sink | `2` |
| Aoi share | `0` |
| Crit path max fanout | `38` |
| DRT antenna net count | `0` |
| Clock Pin Slew Worst Setup and Hold Paths | `70 ps` |
| Sequential power share | `0.571` |
| First-pass GRT wire length | `3450 µm` |
| Hold crit path type | `reg -> reg` |
| Yosys Instances | `87` |
| Routed length per instance | `10.2 µm` |
| Least-Margin Pin Slew | `415 ps` |
| Ports | `21` |
| Largest net degree at the start of global routing | `39` |
| Die Width | `104 µm` |
| Antenna diodes | `0` |
| Critical Path RT | `3920 ps` |
| CP cell instances | `clkdlybuf4s50_1 -> buf_4 -> nor2b_1 -> clkdlybuf4s50_1` |
| Routed WL | `2120 µm` |
| RSZ-0062 raised after global routing | `no` |
| Ratio of cells with drive above 1 in the final layout | `0.0631` |
| Mux share of post-synthesis cell area | `0` |
| Period utilization | `0.679` |
| Fin. Hold Viols | `0` |
| Delay-heaviest family, CP | `buffers and inverters` |
| Cell mode on critical path | `clkdlybuf4s50_1` |
| Crit path launch type | `input port` |
| Distinct lib cells used | `17` |
| Status | `finished clean` |
| PwrDens | `260 nW/µm²` |
| Area Overhead vs Synth | `36.0%` |
| Clock sinks | `19` |
| TritonCTS Buffers | `3` |
| # rows | `30` |
| Vias | `681` |
| Main area contributors | `edfxtp_1, nor2b_1, xnor2_1` |
| Dominant combinational family | `simple AND/OR/NAND/NOR gates` |
| Post-synthesis adder-cell area fraction | `0.0122` |
| Area leader, netlist | `edfxtp_1` |
| Die H | `104 µm` |
| Gr usage total | `0.0386` |
| MaxCap Viol Count | `0` |
| Mean post-synth cell area | `11.8 µm²` |
| Register bit total from synthesis | `19` |
| Placed Cells | `203` |
| LEAKAGE | `0.469 nW` |
| Endpoints failing setup | `0` |
| Ys async rst share | `0` |
| Synth top cells by count | `edfxtp_1, nor2b_1, xnor2_1` |
| Core area | `6830 µm²` |
| Max-slew headroom | `0.723` |
| Worst setup margin | `1570 ps` |
| Setup Skew | `3.98 ps` |
| Simple-Gate Area Share | `0.267` |
| TritonCTS clock tree | `yes` |
| Hold_buf cts | `0` |
| Sw Ratio | `0.225` |
| CTS resizes | `0` |
| Total congestion overflow | `0` |
| Number of DRC markers in iteration 0 | `42` |
| XOR/XNOR Area Share | `0.145` |
| Top area contributor share | `0.557` |
| Logic gate share of total power | `0.131` |
| Worst Setup End Kind | `primary output` |
| Achievable Freq | `301 MHz` |
| WP buf/inv | `3` |
| Synthesized cell area | `1020 µm²` |
| Post-DP Area | `1350 µm²` |
| Max incr delay on CP | `450 ps` |
| CTS H-tree depth | `1` |
| Largest register FFs | `19` |
| Clock Power Share | `0.298` |
| I/O Buffers | `20` |
| Register area share after synthesis | `0.557` |
| Net Sw Power | `0.0000814 W` |
| Number of vias per cell | `3.29` |
| Setup TNS | `0 ps` |
| Synth Instances | `87` |
| Clk latency of the worst-skew pair | `250 ps` |
| Number of enable flip-flop cells | `19` |
| Internal | `0.000281 W` |
| Critical path type | `in -> out` |
| Non-filler cells in the finished layout | `207` |
| Tool Warnings | `25` |
| Routability-driven placement congestion ratio | `0.764` |
| Post-CTS Setup Bufs | `0` |
| Worst vdd ir | `0.000116 V` |
| Initial antenna violation count | `0` |
| Worst path arrival time | `2350 ps` |
| Cell area after layout | `1390 µm²` |
| Commonest flop | `edfxtp_1` |
| Core Util at FP | `0.150` |
| Die footprint | `10800 µm²` |
| Number of global-route vias before repair | `654` |
| Slowest cell on the critical path | `clkdlybuf4s50_1` |
| Top-count cell post-synth | `edfxtp_1` |
| # DRC | `0` |
## cell families (layout without fill, tap and decap cells)
kind of cell	Yosys count	after routing
XOR/XNOR	17	17
AND/OR/NAND/NOR	45	45
flip-flops	19	19
adder cells (fa/ha/maj)	1	1
buffers and inverters	5	29
## layer usage
| metal | up-vias | wire length (µm) | GRT usage |
|---|---|---|---|
| li1 | 350 | - | - |
| met5 | - | 0 | 0 |
| met1 | 313 | 1100 | 0.0573 |
| met3 | 2 | 147 | 0.0157 |
| met2 | 16 | 830 | 0.0523 |
| met4 | 0 | 40 | 0.00596 |
## worst paths after layout
check / from / to / cells after the start
worst min register to register: count[18] / count[18] / 1
worst min-delay path: count[18] / count[18] / 1
worst max register to register: count[0] / count[16] / 5
worst max-delay path: en / res[14] / 4
## layout by cell type, fill, tap and decap left out
cell type	n
edfxtp_1	19
nand3_1	6
buf_4	1
clkdlybuf4s50_1	20
clkbuf_8	3
inv_1	4
and3_1	3
nor4_1	3
nor2b_1	15
xnor2_1	9
nand2_1	5
nand4_2	1
nand4_1	1
ha_1	1
nor3_1	2
nor4_4	1
xor2_1	8
clkbuf_1	1
nand3_4	1
nor2_1	7
## power groups by stage
stage	Sequential (W)	Combinational, W	Clock [W]
CTS	0.000207	0.0000493	0.000112
global route	0.000209	0.0000538	0.000120
finish	0.000207	0.0000473	0.000108
## area by class of cell
type	instances	area [µm²]
Clock buffer	4	45.0
Fill cell	762	5440
Multi-Input combinational cell	63	435
Sequential cell	19	571
Inverter	4	15.0
Timing Repair Buffer	21	208
Tap cell	96	120
## worst reg2reg max path, stage by stage, from the launching register on
cell and delay (ps):
edfxtp_1 390, ha_1 200, nand3_1 220, nor4_4 320, nand3_1 140, xnor2_1 150
## stage by stage
stage          hold WS (ps)  utilization  power [W]
2_1_floorplan           542            -   0.000228
3_3_place_gp            563        0.197   0.000259
3_5_place_dp            572        0.197   0.000260
4_1_cts                 589        0.204   0.000368
5_1_grt                 605        0.204   0.000383
6_report                582        0.204   0.000362
Power and IR drop assume default switching activity.

## /design/flow/run.sh

```bash
#!/bin/bash
# OpenROAD 26Q1-2900-gdf79404cd8, Yosys 0.63+post, stock flow scripts
make -C /OpenROAD-flow-scripts/flow DESIGN_CONFIG=/design/flow/config.mk WORK_HOME=/design/flow/orfs finish
```

## /design/flow/config.mk

```make
export PLATFORM = sky130hd
export DESIGN_NAME = FrecuencyDivider
export DESIGN_NICKNAME = FrecuencyDivider
export VERILOG_FILES = /design/flow/design.v
export SDC_FILE = /design/flow/constraint.sdc
export NUM_CORES = 4
export LEC_CHECK = 1
export CORE_AREA = 10 10 81 81
export DIE_AREA = 0 0 91 91
```

## /design/flow/constraint.sdc

```tcl
current_design FrecuencyDivider

set clk_period 3.8
set clk_io_pct 0.2

create_clock -name clk0 -period $clk_period [get_ports {clk_100mhz}]

set non_clock_inputs [all_inputs -no_clocks]
set_input_delay [expr $clk_period * $clk_io_pct] -clock clk0 $non_clock_inputs
set_output_delay [expr $clk_period * $clk_io_pct] -clock clk0 [all_outputs]
```

## /design/flow/design.v

```verilog
`timescale 1ns / 1ps
module FrecuencyDivider(clk_100mhz,clk);
input clk_100mhz;
output clk;
reg [17:0] count_reg = 0;
reg clk = 0;
always @(posedge clk_100mhz) begin
	begin
	  if (count_reg < 49999) begin
			count_reg <= count_reg + 1;
	  end else begin
			count_reg <= 0;
			clk <= ~clk;
	  end
    end
end
endmodule
```

==> results.json <==
{
  "ys_seq_frac": 0.4875,
  "ys_cells": 90,
  "cts_buffers": 3,
  "rsz0062_at_grt": "no",
  "dieArea_um2": 8281,
  "grt_max_degree": 17,
  "cts_sinks": 19,
  "setup_viol": 0,
  "dp_hpwl_um": 853.8,
  "finalCritPeriodShare": 0.5292,
  "critPathRequiredTime_ns": 3.74,
  "hold_viol": 0,
  "ys_ff": 19,
  "total_power_uw": 351.8,
  "htree_levels": 1,
  "critical_path.max_stage_delay_ns": 0.53,
  "p_leak_uw": 0.0002594,
  "syn_area_um2": 800.8,
  "die_w_um": 91,
  "critPathKind": "flop to flop",
  "overflow": 0,
  "hold_path_depth": 1,
  "pin_count": 2,
  "syn-instance-count": 90,
  "synth_async_sr_flop_share": 0,
  "drt_pass1_iterations": 5,
  "fin_worst_skew_ns": 0.003254,
  "die_y_um": 91,
  "via_count": 565,
  "synth.distinct_cells": 20,
  "routed_wirelength_um": 1265,
  "fin_crit_ns": 2.011,
  "fillers": 543,
  "end_kind": "flop",
  "drc": 0,
  "rr_worst_depth": 3,
  "comb_area_um2": 369.1,
  "yosysWarningCount": 1,
  "setup_tns_ns": 0,
  "ctsLongestPathBuffers": 2,
  "clockRootBuffer": "clkbuf_8",
  "clk_latency_ns": 0.25,
  "maxSlewHeadroom": 0.6372,
  "path_max_fanout": 16,
  "worstSetupStartpointType": "flop",
  "seqCellArea_um2": 390.4,
  "min_to": "count_reg[0]",
  "post_drt_wl_per_cell_um": 7.857,
  "ys_chip_area_um2": 800.8,
  "crit_buf_inv": 0,
  "ant_nets": 0,
  "cts_setup_buffers": 0,
  "cts_hold_buf": 0,
  "cts_tree": "built",
  "synth_top_area_share": 0.4500,
  "synth_top_flop_cell": "dfxtp_1",
  "power_density_nw_per_um2": 381.5,
  "cap_viol_max_count": 0,
  "path_depth": 3,
  "top_cell": "nor2_1",
  "track_usage": 0.03269,
  "syn_to_final_growth_pct": 15.16,
  "top_area_cell": "dfxtp_1",
  "cp_cell_sequence": "or4_1 > a311o_1 > or2_1",
  "grt_pass1_vias": 548,
  "row_count": 25,
  "cpMaxStageDelayCell": "or4_1",
  "antenna_cells": 0,
  "place_congestion": 0.7784,
  "fp_util": 0.1662,
  "syn_avg_cell_area_um2": 8.897,
  "via_per_inst": 3.509,
  "ff2ff_setup_slack_ns": 1.79,
  "maxSlewViolCount": 0,
  "tightest_slew_ns": 0.5442,
  "layout-drive-gt1-share": 0.04255,
  "edf_count": 1,
  "cp_data_arrival_time_ns": 1.95,
  "grt_pass1_wl_um": 2387,
  "drt_iter0_markers": 52,
  "r2r_end": "clk",
  "hp-class": "flop to flop",
  "warning_count": 25,
  "top_cells_by_count": "nor2_1, dfxtp_1, xnor2_1",
  "min_from": "count_reg[0]",
  "ir_worst_vdd_mv": 0.1989,
  "max_clock_freq_mhz": 497.3,
  "antenna_found_initial": 0,
  "clkTransAtPathRegs_ns": 0.07,
  "yosys-top-cells-area": "dfxtp_1, xnor2_1, nor2_1, nor3_1, edfxtp_1",
  "critPathTopFamily": "simple AND/OR/NAND/NOR gates",
  "largest_reg_flops": 18,
  "core_um2": 4817,
  "run_status": "finished clean",
  "rr_startpoint": "count_reg[13]",
  "cts_resized": 0,
  "io_buffers": 1
}
where the power goes:
group | internal, uW | total, uW | switching (uW)
combinational | 3.25 | 7.24 | 3.99
clock | 72.8 | 138 | 65.4
sequential | 204 | 206 | 1.97
total | 280 | 352 | 71.4
worst max-delay path by stage:
stage	start	endpoint	slack [ns]
finish	count_reg[13]	clk	1.79
global route	count_reg[0]	clk	1.61
CTS	count_reg[13]	clk	1.78
cell usage in the layout (no fill, tap or decap), drive strengths merged, types with 2 or more instances in the layout:
| cell type | n |
|---|---|
| xnor2 | 13 |
| nor4 | 3 |
| dfxtp | 18 |
| clkbuf | 3 |
| conb | 2 |
| nand3 | 5 |
| inv | 6 |
| nand4 | 4 |
| nor3 | 6 |
| nor2 | 20 |
| nand2 | 3 |
worst register-to-register path: cells and delay by family (launching register included):
| kind | cells | cell delay [ns] |
|---|---|---|
| simple gates | 2 | 0.97 |
| flops | 1 | 0.34 |
| compound gates | 1 | 0.39 |
through the flow:
stage	utilization	instances	hold WS (ns)	area (um^2)	worst slack (ns)
5_1_grt	0.1914	161	0.5290	922.1	1.611
3_3_place_gp	0.1818	157	0.4524	875.8	1.813
3_5_place_dp	0.1818	157	0.4539	875.8	1.781
6_report	0.1914	161	0.4773	922.1	1.789
4_1_cts	0.1914	161	0.4746	922.1	1.776
2_1_floorplan	-	91	0.4299	804.5	1.896
routing by layer:
| layer | vias up | routed length, um | global-route usage |
|---|---|---|---|
| met5 | - | 0 | 0 |
| met4 | 0 | 0 | 0.006527 |
| met3 | 0 | 28 | 0.008299 |
| met2 | 6 | 557 | 0.04833 |
| met1 | 255 | 680 | 0.04730 |
| li1 | 304 | - | - |
cells by family (layout without fill, tap and decap cells):
kind of cell	count (synthesis)	after routing	share of synthesized area
and+or+nand+nor	43	43	0.2484
DFF	19	19	0.4875
xor gates and xnor gates	14	14	0.1531
buffers and inverters	8	11	0.05625
AOI/OAI and AO/OA	4	4	0.03437
adders and majority gates	1	1	0.01562
other	1	2	0.004683
final cells by class:
cell class | count | area share
sequential | 19 | 0.4233
multi-input combinational | 64 | 0.4003
tap | 67 | 0.09091
clock buffer | 3 | 0.04478
inverter | 6 | 0.02442
timing repair buffer | 1 | 0.01085
clock inverter | 1 | 0.005427
Power and IR drop assume default switching activity.
